==> design.v <==
module Mux(clk, reset_,sel,dig0,dig1,dig2,dig3,digB0,digB1,digB2,digB3,o_dig0,o_dig1,o_dig2,o_dig3);
input clk;
input reset_;
input sel;
input [3:0] dig0;
input [3:0] dig1;
input [3:0] dig2;
input [3:0] dig3;
input [3:0] digB0;
input [3:0] digB1;
input [3:0] digB2;
input [3:0] digB3;
output [3:0] o_dig0;
output [3:0] o_dig1;
output [3:0] o_dig2;
output [3:0] o_dig3;
reg [3:0] r_dig0_ff, r_dig0_nxt;
reg [3:0] r_dig1_ff, r_dig1_nxt;
reg [3:0] r_dig2_ff, r_dig2_nxt;
reg [3:0] r_dig3_ff, r_dig3_nxt;
assign o_dig0 = r_dig0_ff;
assign o_dig1 = r_dig1_ff;
assign o_dig2 = r_dig2_ff;
assign o_dig3 = r_dig3_ff;
always@(*)
	begin
		r_dig0_nxt = r_dig0_ff;
	    r_dig1_nxt = r_dig1_ff;
	    r_dig2_nxt = r_dig2_ff;
	    r_dig3_nxt = r_dig3_ff;
		if(sel)
			begin
				r_dig0_nxt = digB0;
			    r_dig1_nxt = digB1;
			    r_dig2_nxt = digB2;
			    r_dig3_nxt = digB3;
			end
		else
			begin
				r_dig0_nxt = dig0;
			    r_dig1_nxt = dig1;
			    r_dig2_nxt = dig2;
			    r_dig3_nxt = dig3;
			end
	end
always@(posedge clk or negedge reset_)
	begin
		if(~reset_)
			begin
				r_dig0_ff <= 4'b0;
			    r_dig1_ff <= 4'b0;
			    r_dig2_ff <= 4'b0;
			    r_dig3_ff <= 4'b0;
			end
		else
			begin
				r_dig0_ff <= r_dig0_nxt;
			    r_dig1_ff <= r_dig1_nxt;
			    r_dig2_ff <= r_dig2_nxt;
			    r_dig3_ff <= r_dig3_nxt;
			end
	end
endmodule
module Mux2(clk, reset_, sel,In1,In2,Out);
input clk;
input reset_;
input sel;
input In1, In2;
output Out;
reg iesire_ff, iesire_nxt;
assign Out = iesire_ff;
always @(*)
	begin
		iesire_nxt = iesire_ff;
		if(sel==1'b1)
			begin
				iesire_nxt = In1;
			end
		if(sel == 1'b0)
			begin
				iesire_nxt = In2;
			end
	end
always@(posedge clk or negedge reset_)
	begin
		if(~reset_)
			begin
				iesire_ff <= 0;
			end
		else
			begin
				iesire_ff <= iesire_nxt;
			end
	end
endmodule
module TopAfisare(clk,reset_,Dig0,Dig1,Dig2,Dig3,DigB0,DigB1,DigB2,DigB3,prg,en,an,catod);
input clk;
input reset_;
input [3:0] Dig0;
input [3:0] Dig1;
input [3:0] Dig2;
input [3:0] Dig3;
input [3:0] DigB0;
input [3:0] DigB1;
input [3:0] DigB2;
input [3:0] DigB3;
input prg;
input en;
output [3:0] an;
output [7:0] catod;
wire en_mux2;
wire palpaire_nrInel;
wire [3:0] s_dig0, s_dig1, s_dig2, s_dig3;
clkParam
#(  
	.in_clk_f(1000), 
	.out_clk_f(100)		  
)
	clk_Palpaire
		(
		.clk(clk),
		.en(prg),
		.reset_(reset_),
		.clk_out(en_mux2)  
		);
NrInel
	NrInel
		(
		.clk(clk),
		.reset_(reset_),
		.en(palpaire_nrInel),  
		.an(an)
		);
Mux2
	Mux2
		(
		.clk(clk),
		.reset_(reset_),
		.sel(prg),
		.In1(en_mux2),  
		.In2(en),  
		.Out(palpaire_nrInel)   
		);
Mux
	DUT3
		(
	.clk(clk),
	.reset_(reset_),
	.sel(prg),
	.dig0(Dig0),
	.dig1(Dig1),
	.dig2(Dig2),
	.dig3(Dig3),
	.digB0(DigB0),
	.digB1(DigB1),
	.digB2(DigB2),
	.digB3(DigB3),
	.o_dig0(s_dig0),   
	.o_dig1(s_dig1),  
	.o_dig2(s_dig2),  
	.o_dig3(s_dig3)   
		);
displayCase
	DUT4
	(
	.clk(clk),
	.dig0(s_dig0),
	.dig1(s_dig1),
	.dig2(s_dig2),
	.dig3(s_dig3),
	.an(an),
	.reset_(reset_),
	.a(catod[0]),
	.b(catod[1]),
	.c(catod[2]),
	.d(catod[3]),
	.e(catod[4]),
	.f(catod[5]),
	.g(catod[6]),
	.dp(catod[7])
	);
endmodule
module clkParam
#(  
	parameter in_clk_f = 100000000,  
	parameter out_clk_f = 1000		   
)
(clk,reset_,en,clk_out);
input clk;
input en;		 
input reset_;	 
output clk_out;
parameter division_rate = in_clk_f/out_clk_f;	 
parameter counter_width = $clog2(division_rate);  
reg[counter_width-1:0] counter_ff, counter_next;  
reg			   		   out_ff    , out_next;
assign clk_out = out_ff;	 
always @*	 
	begin
		counter_next = counter_ff;	 
		out_next = out_ff;          
		if(en)   
		begin
			if(counter_ff < (division_rate/2))	 
				begin
					out_next = 1'b0;
				end
			else									 
				begin
					out_next = 1'b1;
				end
			if(counter_ff == (division_rate-1))		 
				begin
					counter_next = {counter_width{1'b0}};				 
				end
			else
				begin
					counter_next = counter_ff+1'b1;			 
				end
		end
	end
always @(posedge clk or negedge reset_)    
	begin
		if(!reset_)    
			begin
				counter_ff <= {counter_width{1'b0}};   
				out_ff 	   <= 1'b0;			
			end
		else   
			begin 
				counter_ff <= counter_next;           
				out_ff     <= out_next    ;     	   
			end
	end
endmodule
module displayCase (clk,dig0,dig1,dig2,dig3,an,reset_,a,b,c,d,e,f,g,dp);
input clk;
input [3:0] dig0, dig1,dig2,dig3,an;
input reset_;
output a,b,c,d,e,f,g,dp;
reg [3:0] vector;
reg [6:0] cifra;
reg dpR;
assign  {g, f, e, d, c, b, a} = cifra;   
assign dp = dpR;
always @(*)      
	begin
if(!reset_)
	begin
		cifra = 7'b1111111;
		dpR   = 1'b1;
	end
	else
		begin
			case(an)
				4'b1110: begin  
							vector = dig0;
							dpR = 1'b1;
						end
				4'b1101: begin 
							vector = dig1;
							dpR = 1'b1;
						end
				4'b1011: begin 
							vector = dig2;
							dpR = 1'b0;
						end
				4'b0111: begin 
							vector = dig3;
							dpR = 1'b1;
						end
			endcase
			case(vector)  
				4'd0 : cifra = 7'b1000000;
				4'd1 : cifra = 7'b1111001;
				4'd2 : cifra = 7'b0100100;
				4'd3 : cifra = 7'b0110000;
				4'd4 : cifra = 7'b0011001;
				4'd5 : cifra = 7'b0010010;
				4'd6 : cifra = 7'b0000010;
				4'd7 : cifra = 7'b1111000;
				4'd8 : cifra = 7'b0000000;
				4'd9 : cifra = 7'b0010000;
				default : cifra = 7'b0111111;  
			endcase
		end
end
endmodule
module NrInel (clk,reset_,en,an);
input clk;
input reset_;
input en;
output [3:0] an;
reg[3:0] s_ff, s_next; 
reg [2:0] state_ff, state_next;
always @(*)    
	begin 
	s_next = s_ff;   
	state_next = state_ff;
	case(state_ff)
		1:
			begin
				s_next = {s_ff[2:0],s_ff[3]};   
				if(~en)
					begin
						state_next = 2;
						s_next =4'b1111;
					end
			end
		2:
			begin
				if(en)
					begin
						state_next=1;
						s_next=4'b1110;
					end		
			end
	endcase
	end
 always @(posedge clk or negedge reset_)   
begin
		if (!reset_)    
				begin
					s_ff <= 4'b1111; 
					state_ff <= 1;
				end
		else    
			begin
				state_ff <= state_next;	
				s_ff <= s_next;   
			end
end
  assign an = s_ff;
  endmodule
==> run.sh <==
#!/bin/bash
# OpenROAD 26Q1-2900-gdf79404cd8, Yosys 0.63+post, stock flow scripts
make -C /OpenROAD-flow-scripts/flow DESIGN_CONFIG=/design/flow/config.mk WORK_HOME=/design/flow/orfs finish
==> config.mk <==
export PLATFORM = sky130hd
export DESIGN_NAME = TopAfisare
export DESIGN_NICKNAME = TopAfisare
export VERILOG_FILES = /design/flow/design.v
export SDC_FILE = /design/flow/constraint.sdc
export NUM_CORES = 4
export LEC_CHECK = 1
export CORE_UTILIZATION = 30
==> constraint.sdc <==
current_design TopAfisare

set clk_period 3.5
set clk_io_pct 0.2

create_clock -name clk0 -period $clk_period [get_ports {clk}]

set non_clock_inputs [all_inputs -no_clocks]
set_input_delay [expr $clk_period * $clk_io_pct] -clock clk0 $non_clock_inputs
set_output_delay [expr $clk_period * $clk_io_pct] -clock clk0 [all_outputs]
==> out/qor.yml <==
status: "finished clean"
cp.required_ps: 2800
layout_min_cycle_time_ps: 3430
flop_cell: "dfrtp_1"
crit-reg2reg-launch: "NrInel.s_ff[3]$_DFFE_PN1P_"
simple_gate_share: 0.163
netlist_logic_family_top: "AND-OR/OR-AND gates"
tool_warnings: 30
clkPwrFrac: 0.092
untimed_endpoints: 6
dieArea_sq_um: 6760
finalSetupTns_ps: 0
slew_viol_final: 0
xor_area_frac: 0.0233
synthAoiAreaFrac: 0.176
r2r_end: "NrInel.s_ff[0]$_DFFE_PN1P_"
relSlewSlack: 0.707
p_leak_nw: 1.12
crit_path_end: "catod[1]"
ys.flops: 33
synth.most_common_cell: "dfrtp_1"
ys_sh_adder: 0.0389
antenna_found_initial: 0
reg2regPathDepth: 4
syn_area_sq_um: 1930
skew_ps: 2.54
port_buffers: 47
hp-class: "reg -> reg"
cp-startpoint: "NrInel.s_ff[2]$_DFFE_PN1P_"
grt_pass1_wl_um: 6490
worstSkewPairLatency_ps: 270
syn-instance-count: 176
routedWlPerCell_um: 12.9
hpwlAfterDp_um: 2780
viasPerCell: 4.74
cp-end-kind: "output port"
p_int_mw: 1.68
root_buffer: "clkbuf_8"
worstPathArrival_ps: 2730
syn_avg_cell_area_sq_um: 11.0
p_sw_mw: 1.04
cts_buffer_depth: 2
p_seq_frac: 0.219
start_kind: "flip-flop"
combPwrFrac: 0.689
finalHoldViolations: 0
clk_pin_slew_ps: 90
setup_violations: 0
numCtsBuffers: 3
antennaDiodeCount: 0
fmax_mhz: 292
routed_wl_um: 4000
fp_util: 0.319
die_h_um: 82.2
r2r_slack_ps: 2240
yosys_warnings: 9
unclocked_regs: 5
top_cells_by_count: "23 x dfrtp_1, 17 x mux2_2, 9 x inv_1, 9 x nand2_1, 9 x nand4b_1"
grt_max_degree: 30
dr.pass1.iters: 4
finalClockPeriodUsage: 0.979
cts_max_level: 1
hold_buffers: 0
fillers: 531
async_reset_ff_frac: 0.848
ys_cells: 176
sw_frac_of_total: 0.382
edf_count: 0
max_cap_violations: 0
fin_cells: 311
io_pins: 48
rows: 28
powerDensity_nw_per_um2: 997
criticalPathCategory: "reg -> out"
drtIter0Drc: 72
topCellsByArea: "dfrtp_1 30%, mux2_2 9.9%, dfstp_2 6.8%, nand4b_1 4.1%, dlxtn_1 3.9%"
yosys_area_sq_um: 1930
cp_max_fo: 7
stdcell_area_sq_um: 2720
grt_pass1_vias: 1415
yosys.area.top_type_share: 0.298
ys_types: 52
die_w_um: 82.2
post_route_cells_drive_above_1_share: 0.343
ys_sh_mux: 0.104
peakVddDrop_v: 0.000441
place_inst: 287
grt_overflow: 0
area_growth_pct: 40.9
place_area_sq_um: 2420
netlist.top_cell.by_area: "dfrtp_1"
num_vias: 1474
place.gp.congestion: 0.853
drc_errors: 0
tightest_slew_ps: 440
core_sq_um: 6060
cts_tree: "yes"
grt_util_all_layers: 0.127
antenna_left: 0
==> cells by family (layout without fill, tap and decap cells) <==
| group | count (synthesis) | count (layout) |
|---|---|---|
| flops | 28 | 28 |
| fa+ha+maj | 6 | 6 |
| buf+inv | 29 | 88 |
| latches | 5 | 5 |
| simple gates | 48 | 48 |
| compound gates | 39 | 40 |
| xor+xnor | 3 | 3 |
| mux | 18 | 18 |
==> power by group through the flow <==
stage	registers [mW]	logic [mW]	clock network [mW]
finish	0.594	1.87	0.251
global route	0.616	2.07	0.268
CTS	0.596	1.67	0.257
==> cell usage in the layout (no fill, tap or decap), types with 5 or more instances in the layout <==
master,Yosys,layout
a21oi_1,6,6
buf_4,8,24
clkdlybuf4s50_1,0,43
dfrtp_1,23,23
dlxtn_1,5,5
inv_1,9,7
mux2_2,17,17
nand2_1,9,8
nand4b_1,9,9
nor2_1,7,7
o21ai_1,5,5
==> critical path: stages, from the launching register on <==
cell and delay (ps):
dfstp_4 690, xor2_4 110, a211o_4 390, a31o_4 250, buf_4 150, ha_4 270, o22ai_2 80, nand2_1 70
clkdlybuf4s50_1 450
==> layout make-up <==
class / count / area [sq um] / share of cell area
multi-input cells: 115 / 1040 / 0.382
flip-flops and latches: 33 / 786 / 0.289
repair buffers: 74 / 694 / 0.255
well taps: 75 / 93.8 / 0.0345
clock buffers: 3 / 41.3 / 0.0152
inverters: 10 / 37.5 / 0.0138
clock inverters: 1 / 30.0 / 0.0110
==> layer usage <==
layer  vias to the layer above  global-route usage  wire length [um]
met3                         2              0.0212               156
met4                         0             0.00702                11
li1                        749                   -                 -
met2                        34               0.210              1820
met1                       689               0.187              2010
met5                         -                   0                 0
==> sequential cells by signal, summed over array words and instances (netlist names) <==
register	cells
DUT4.dpR	1
DUT3.r_dig0_ff	4
Mux2.iesire_ff	1
NrInel.state_ff	2
clk_Palpaire.counter_ff	4
DUT4.vector	4
clk_Palpaire.out_ff	1
DUT3.r_dig3_ff	4
DUT3.r_dig2_ff	4
DUT3.r_dig1_ff	4
NrInel.s_ff	4
==> worst min path at each step <==
| stage | startpoint | slack, ps | depth (start not counted) | end |
|---|---|---|---|---|
| after CTS | Mux2.iesire_ff$_DFF_PN0_ | 440 | 0 | NrInel.state_ff[0]$_DFF_PN1_ |
| after global routing | Mux2.iesire_ff$_DFF_PN0_ | 460 | 0 | NrInel.state_ff[0]$_DFF_PN1_ |
| final | Mux2.iesire_ff$_DFF_PN0_ | 430 | 0 | NrInel.state_ff[0]$_DFF_PN1_ |
==> stage by stage <==
step	hold slack (ps)	setup slack [ps]	power (mW)	utilization
after detailed placement	417	107	2.09	0.399
after global routing	461	-24.4	2.95	0.449
after CTS	441	2.61	2.52	0.434
final	434	73.0	2.71	0.449
after global placement	418	129	2.10	0.399
after floorplan	395	524	1.76	-
==> repair_timing <==
action	in CTS	in global routing
pin swaps	10	7
endpoints found under the hold margin	0	0
setup endpoints to repair	7	6
cloned	0	1
resized	9	12
setup buffers	14	5
Power and IR drop assume default switching activity.
