==> run.sh <==
#!/bin/bash
# OpenROAD 26Q1-2900-gdf79404cd8, Yosys 0.63+post, stock flow scripts
make -C /OpenROAD-flow-scripts/flow DESIGN_CONFIG=/design/flow/config.mk WORK_HOME=/design/flow/orfs finish
==> design.v <==
module TopUart(clk,Rx,reset_,LD1,LD2,LED1,LED2,Dig0,Dig1,Dig2,Dig3,Tx );
input clk;
input Rx;
input reset_;
output LD1;
output LD2;
output LED1;
output LED2;
output [3:0] Dig0;
output [3:0] Dig1;
output [3:0] Dig2;
output [3:0] Dig3;
output Tx;
wire [7:0] firBite;
wire firUseByte;
wire [5:0] fir_minute;
wire [4:0] fir_ore;
Uart
	DUT
	(
	.clk(clk),
	.buss(Rx),
	.reset_(reset_),
	.bite(firBite),  
	.use_byte(firUseByte)  
	);
Uart2
	DUT1
	(
	.clk(clk),
	.bite(firBite),  
	.use_byte (firUseByte),  
	.reset_(reset_),
	.Minute(fir_minute),
	.Ora(fir_ore),
	.LD1(LD1),
	.LD2(LD2),
	.LED1(LED1),
	.LED2(LED2)
	);
assign Tx = 1'b0;
divMod 
DivMinute
( 
  .clk(clk),
  .reset_(reset_),
  .digMinut(fir_minute),
  .dig0(Dig0),
  .dig1(Dig1)
);
divMod_O
DivOra
( 
  .clk(clk),
  .reset_(reset_),
  .digOra(fir_ore),
  .dig2(Dig2),
  .dig3(Dig3)
);
endmodule
module Uart(clk,buss,reset_,bite,use_byte);
input clk;
input buss;
input reset_;
output [7:0] bite;
output use_byte;
reg [1:0] bitt_ff, bitt_next;
reg [2:0] state_ff, state_next,c_ff,c_next,c0_ff,c0_next,c1_ff,c1_next;
reg [3:0] bitNr_ff, bitNr_next;
reg [7:0] variabila_ff, variabila_next;
reg byte_ff, byte_next;
reg [6:0] CE_ff, CE_next;
assign bite = variabila_ff;	 
assign use_byte = byte_ff;	 
always @*
	begin
	state_next = state_ff;
	c_next = c_ff;
	variabila_next = variabila_ff;
	bitt_next = bitt_ff;
	c0_next = c0_ff;
	c1_next = c1_ff;
	CE_next = CE_ff;
	byte_next = byte_ff;
	bitNr_next = bitNr_ff;
	case(state_ff)
		0 :
			begin
			byte_next = 1'b0;     
			if(~buss)
				begin
					state_next = 1;
					variabila_next = 8'b0;	 
				end
			end
		1:
			if(c_ff==3'b111)
				begin
					state_next = 2;
					c_next = 3'b000;
				end
			else 
				begin
					c_next = c_ff + 1'b1;
				end
		2:
			begin
				c_next = c_ff + 1'b1;
				if(c_ff == 3'b110)
					begin
						state_next = 3;
						c_next = 3'b000;				
					end
				else
					begin
					if( (3'b010 <= c_ff) & ( c_ff <= 3'b101) )
						begin
							if(buss == 1'b0)
								begin
									c0_next = c0_ff + 1;						
								end
							else
								begin
									c1_next = c1_ff + 1;
								end		
						end
					end
			end
		3:
			begin
			bitNr_next = bitNr_ff + 4'b0001;
			if(c0_ff > c1_ff)
				begin  
					if(bitNr_ff > 4'b0111)	 
						begin
							state_next = 4;
							bitNr_next = 4'b0000;
						end
					else
						begin
							state_next = 2;
							c0_next = 3'b000;
							c1_next = 3'b000;
						end	
				end
			else
				begin
					if(bitNr_ff == 4'b1001)
						begin
							state_next = 0;
							bitNr_next = 4'b0;
							c0_next = 3'b000;
							c1_next = 3'b000;
							byte_next = 1'b1;
						end
					else
						begin
							if (bitNr_ff < 4'b1000)
								begin
									variabila_next = 1'b1 << (bitNr_ff) | variabila_ff;  
								end
							c0_next = 3'b000;
							c1_next = 3'b000;
							state_next = 2;
						end
				end
			end
		4:	
			if(CE_ff== 14'b10011100010000)  
				begin
					state_next <= 0;
				end
			else
				begin
					CE_next = CE_ff + 1;
				end
	endcase
	end
always @(posedge clk or negedge reset_)
	begin
	if(~reset_)
		begin
		state_ff <= 0;
		c_ff <=0;
		c0_ff <=0;
		c1_ff <= 0;
		variabila_ff <= 8'b0;
		CE_ff <= 0;
		bitt_ff <= 0;
		bitNr_ff <= 0;
		end
	else 
		begin
			state_ff <= state_next; 
			c_ff <= c_next; 
			c0_ff <= c0_next; 
			c1_ff <= c1_next;
			variabila_ff <= variabila_next;	
			byte_ff <= byte_next; 
			CE_ff <= CE_next;
			bitt_ff <= bitt_next;
			bitNr_ff <= bitNr_next;
		end
	end
endmodule
module Uart2(clk,bite,use_byte,reset_,Ora,Minute,LD1,LD2,LED1,LED2);
input clk;
input [7:0] bite;
input use_byte;
input reset_;
output [4:0] Ora;
output [5:0] Minute;
output LD1;
output LD2;
output LED1;
output LED2;
reg [3:0] state_ff, state_next;
reg [3:0] zeroDig_ff, zeroDig_next, unuDig_ff, unuDig_next, treiDig_ff, treiDig_next, doiDig_ff, doiDig_next;
reg [1:0] led1_ff, led1_next, led2_ff, led2_next, load1_ff, load1_next, load2_ff, load2_next;
reg [7:0] cOra_ff, cOra_next, aOra_ff, aOra_next;
reg [7:0] cMin_ff, cMin_next, aMin_ff, aMin_next;
reg [16:0] numEroare_ff, numEroare_next;  
reg [15:0] numLed_ff, numLed_next;  
reg [4:0] ore_ff, ore_nxt;
reg [5:0] min_ff, min_nxt;
assign Ora = ore_ff;
assign Minute = min_ff;
assign LD1 = load1_ff;
assign LD2 = load2_ff;
assign LED1 = led1_ff;
assign LED2 = led2_ff;
always @*
	begin
		state_next = state_ff;
		numLed_next = numLed_ff;
		numEroare_next = numEroare_ff;
		zeroDig_next = zeroDig_ff;
		unuDig_next = unuDig_ff;
		doiDig_next = doiDig_ff;
		treiDig_next = treiDig_ff;
		led1_next = led1_ff;
		led2_next = led2_ff;
		load1_next = load1_ff;
		load2_next = load2_ff;
		aMin_next = aMin_ff;
		aOra_next = aOra_ff;
		cOra_next = cOra_ff;
		cMin_next = cMin_ff;
		ore_nxt = ore_ff;
		min_nxt = min_ff;
	case(state_ff)
		2:
		begin
			if(numLed_ff == 16'b10010110000000000)  
				begin
					led1_next = 1'b0;
					led2_next = 1'b0;
					numLed_next = 16'b0;  
				end
			else
				begin
					numLed_next = numLed_ff + 1;
				end
		load1_next = 0;
		load2_next = 0;		
			if(use_byte==1'b1)
				begin
					if(bite==1'b1)
						begin
							state_next = 3;
						end
					else 
						begin
							if(bite==2'b10)
								begin
									state_next = 5;
								end
							else
								begin
									state_next = 7;
								end
						end
				numLed_next = 16'b0;	 
				end
		end
		3:
			begin
				if(use_byte==1'b1)
					begin
						if(bite <= 5'b10111)  
							begin
								cOra_next = bite;		
								state_next = 4;
							end
						else
							begin
								state_next = 7;
							end
					end
			end
		4:
			begin
				if(use_byte==1'b1)
					begin
						if(bite <= 6'b111011)  
							begin
								cMin_next = bite; 
								state_next = 8;
							end
						else
							begin
								state_next = 7;
							end
					end
			end
		5:
			begin
				if(use_byte == 1'b1)
					begin
						if(bite <= 5'b10111)  
							begin
								aOra_next = bite; 
								state_next = 6;
							end
						else
							begin
								state_next = 7;
							end							
					end
			end
		6:
			begin
				if(use_byte == 1'b1)
					begin
						if(bite <= 6'b111011)  
							begin
								aMin_next = bite;    
								state_next = 9;
							end
						else
							begin
								state_next = 7;
							end
					end
			end	
		7:
			begin
				if(numEroare_ff == 17'b100101100000000000)  
					begin
						state_next = 2;
					end
				else
					begin
						numEroare_next = numEroare_ff + 1;
						led1_next = 1'b1;
						led2_next = 1'b0;
					end			
			end
		8:
			begin
				min_nxt = cMin_ff;
				ore_nxt = cOra_ff;
				led1_next = 1'b1;
				led2_next = 1'b1;
				load1_next = 1'b1;
				state_next = 2;
			end
		9:
			begin
				min_nxt = aMin_ff;
				ore_nxt = aOra_ff;
				led1_next = 1'b1;
				led2_next = 1'b1;
				load2_next = 1'b1;
				state_next = 2;
			end
	endcase
end
always @(posedge clk or negedge reset_)
	begin
	if(~reset_)
		begin
		state_ff <= 2;
		numLed_ff <= 0;
		numEroare_ff <= 0;
		zeroDig_ff <= 0;
		unuDig_ff <= 0;
		doiDig_ff <= 0;
		treiDig_ff <= 0;
		led1_ff <= 0;
		led2_ff <= 0;
		load1_ff <= 0;
		load2_ff <= 0;
		aMin_ff <= 0;
		aOra_ff <= 0;
		cOra_ff <= 0;
		cMin_ff <= 0;	
		min_ff <= 0;
		ore_ff <= 0;
		end
	else
		begin
		state_ff <= state_next;
		numLed_ff <= numLed_next;
		numEroare_ff <= numEroare_next;
		zeroDig_ff <= zeroDig_next;
		unuDig_ff <= unuDig_next;
		doiDig_ff <= doiDig_next;
		treiDig_ff <= treiDig_next;
		led1_ff <= led1_next;
		led2_ff <= led2_next;
		load1_ff <= load1_next;
		load2_ff <= load2_next;
		aMin_ff <= aMin_next;
		aOra_ff <= aOra_next;
		cOra_ff <= cOra_next;
		cMin_ff <= cMin_next;
		min_ff <= min_nxt;
		ore_ff <= ore_nxt;
		end
	end
endmodule
module divMod(clk,reset_,digOra,digMinut,dig0,dig1,dig2,dig3);
input clk;
input reset_;
input [4:0]digOra;
input [5:0]digMinut;
output [3:0]dig0;
output [3:0]dig1;
output [3:0]dig2;
output [3:0]dig3;
reg [3:0] dig00_ff, dig00_nxt;
reg [3:0] dig11_ff, dig11_nxt;
reg [3:0] dig22_ff, dig22_nxt;
reg [3:0] dig33_ff, dig33_nxt;
assign dig0=dig00_ff;
assign dig1=dig11_ff;
assign dig2=dig22_ff;
assign dig3=dig33_ff;
always @(*)  
	begin
	 dig00_nxt = dig00_ff;
	 dig11_nxt = dig11_ff;
	 dig22_nxt = dig22_ff;
	 dig33_nxt = dig33_ff;
		dig00_nxt = digMinut % 10;
		dig11_nxt = digMinut / 10;
		dig22_nxt = digOra % 10;
		dig33_nxt = digOra / 10;
	end
always@(posedge clk or negedge reset_)
	begin
		if(~reset_)
			begin
				dig00_ff <= 4'b0;
				dig11_ff <= 4'b0;
				dig22_ff <= 4'b0;
				dig33_ff <= 4'b0;
			end
		else
			begin
				dig00_ff <= dig00_nxt;
			    dig11_ff <= dig11_nxt;
			    dig22_ff <= dig22_nxt;
			    dig33_ff <= dig33_nxt;
			end
	end
endmodule
module divMod_O(clk,reset_,digOra,dig2,dig3);
input clk;
input reset_;
input [4:0]digOra;
output [3:0]dig2;
output [3:0]dig3;
reg [3:0] dig22_ff, dig22_nxt;
reg [3:0] dig33_ff, dig33_nxt;
assign dig2=dig22_ff;
assign dig3=dig33_ff;
always @(*)  
	begin
	dig22_nxt = dig22_ff;
	dig33_nxt = dig33_ff;
	if(digOra <= 9)  
		begin
			dig22_nxt = digOra;
			dig33_nxt = 0;
		end
	else if((10 <= digOra) && (digOra <= 19))  
		begin
			dig22_nxt = digOra - 10;
			dig33_nxt = 1;
		end
	else if ((20 <= digOra) && (digOra <= 29))  
		begin
			dig22_nxt = digOra - 20;
			dig33_nxt = 2;
		end
	end
always@(posedge clk or negedge reset_)
	begin
		if(~reset_)
			begin
				dig22_ff <= 4'b0;
				dig33_ff <= 4'b0;
			end
		else
			begin
				dig22_ff <= dig22_nxt;
			    dig33_ff <= dig33_nxt;
			end
	end
endmodule
==> config.mk <==
export PLATFORM = sky130hd
export DESIGN_NAME = TopUart
export DESIGN_NICKNAME = TopUart
export VERILOG_FILES = /design/flow/design.v
export SDC_FILE = /design/flow/constraint.sdc
export NUM_CORES = 4
export LEC_CHECK = 1
export CORE_UTILIZATION = 30
==> constraint.sdc <==
current_design TopUart

set clk_period 3.4
set clk_io_pct 0.2

create_clock -name clk0 -period $clk_period [get_ports {clk}]

set non_clock_inputs [all_inputs -no_clocks]
set_input_delay [expr $clk_period * $clk_io_pct] -clock clk0 $non_clock_inputs
set_output_delay [expr $clk_period * $clk_io_pct] -clock clk0 [all_outputs]
==> PnR_summary.wiki <==
=== Synthesis and place and route ===
{| class="wikitable"
! Metric !! Value
|-
| Tightest slew margin relative to the limit || 0.4976
|-
| Remaining global-route overflow || 0
|-
| Reg-to-Reg Start || DUT1.min_ff[3]$_DFFE_PN0P_
|-
| Clk sink count || roughly 120
|-
| FF/Latch Area || between 2000 and 3000 sq um
|-
| # rows || 51
|-
| First-pass detailed-route iteration total || 4
|-
| Post-Synthesis Cell Area || between 6000 and 7000 sq um
|-
| DP HPWL || 7555 um
|-
| Hold Path Class || input pin to async pin
|-
| Critical path endpoint category || flop
|-
| Count of buffers inserted at the top-level ports || 19
|-
| # diodes || 0
|-
| Measured slew at the worst slew-check pin || 0.7536 ns
|-
| Post-Syn Area per Cell || 9.707 sq um
|-
| Max capacitance violation total || 0
|-
| Mean routed wirelength per cell || 12.22 um
|-
| Total routing resource utilization after global routing || 0.1202
|-
| Synth warn || 6
|-
| Most frequently placed logic cells in the final layout || dfrtp_1 (114), nand2_1 (107), o21ai_0 (48), nor2_1 (40), inv_1 (34)
|-
| Post-placement worst setup slack || 0.3336 ns
|-
| CTS hold repair buffers || 0
|-
| Maximum count of clock buffers along a single path || 2
|-
| Pleak || 0.003221 uW
|-
| Worst endpoint required time || 3.74 ns
|-
| Count of instantiated cells in the yosys netlist || 629
|-
| Full die area || 20,930 sq um
|-
| Gp weighted congestion || 0.8617
|-
| Worst Setup Slack, final || approximately 0.31 ns
|-
| Sort of element at the start of the critical path || flop
|-
| Area contributors post-synth || dfrtp_1 (47%), nand2_1 (6.6%), ha_1 (6.4%)
|-
| Number of placed instances, taps included || 897
|-
| Number of antenna-violating nets in the routed design || 0
|-
| Count of routing violations after the opening detailed-route iteration || around 210
|-
| Most used logic cell in the final layout || dfrtp_1
|-
| Crit path time final || about 3.1 ns
|-
| Maximum fanout count along the critical path || 9
|-
| Top cell area share || 0.4672
|-
| Setup repair after global routing missed its margin || false
|-
| Number of global-route vias before repair || 4,110
|-
| Setup violators final || 0
|-
| Fraction of registers with async set/reset || 0.9915
|-
| Slack of the worst reg-to-reg path || 0.31 ns
|-
| Wire length of the first global-routing pass || 20,010 um
|-
| CTS clk-pin slew, worst paths || 0.05 ns
|-
| Count of buffers added by post-CTS timing repair for setup || 0
|-
| DRC viols || 0
|-
| TritonCTS clock tree || built
|-
| Standard cell area after detailed placement || approximately 6500 sq um
|-
| Total power per unit cell area || 564.7 nW/um^2
|-
| Total CTS buffers || 17
|-
| Antenna violations before repair || 0
|-
| Number of pins exceeding their max-slew limit in the final report || 0
|-
| Area Growth Syn to Fin || 17.01%
|-
| Detailed Route WL || ~11,000 um
|-
| Hold Vio Cnt, Final || 0
|-
| Floorplan core area || 19,720 sq um
|-
| Number of primary I/O pins || 24
|-
| Core occupancy in the finished layout || 0.3623
|-
| Peak VDD IR || between 0.2 and 0.3 mV
|-
| Area used by multi-input combinational logic || 2938 sq um
|-
| Outcome || complete, no violations
|-
| Portion of the clock cycle consumed by the worst path in the final layout || 0.9082
|-
| Critical path class || flop to flop
|-
| Largest net degree at the start of global routing || approximately 44
|-
| Chip area in the Yosys report || approximately 6100 sq um
|-
| Floorplan core density || 0.3097
|-
| Vertical extent of the die || around 140 um
|-
| Library cell used as clock root buffer || clkbuf_16
|-
| Die Span X || 144.7 um
|-
| Sum of negative setup slack || 0 ns
|-
| Number of warning messages in the logs || roughly 40
|-
| Share of post-route cells with drive strength above 1 || 0.09337
|-
| Endpoint arrival time on the critical path || between 3 and 4 ns
|-
| Highest attainable clock frequency || 0.3239 GHz
|-
| Final instance area || 7144 sq um
|-
| Flops after synth || 117
|-
| Later-pin clock latency in the skew report || 0.41 ns
|-
| Cell type with the highest aggregate area in the netlist || dfrtp_1
|-
| Distinct lib cells || 73
|-
| Total of cells resized after clock tree synthesis || 0
|-
| H-tree depth || 4
|-
| Sequential cell area fraction in the yosys report || 0.4807
|-
| Number of flops mapped to enable cells by yosys || 1
|-
| Commonest flop || dfrtp_1
|-
| Routed vias || 4,415
|-
| Number of non-filler instances in the completed layout || 929
|-
| Worst r2r path cells || 11
|-
| Fillers || 1,896
|-
| Reg2Reg Capture Point || DivMinute.dig00_ff[3]$_DFF_PN0_
|-
| Fin Clk Skew || roughly 0.013 ns
|-
| Vias per cell || 4.752
|-
| Number of cells produced by synthesis || 629
|}
-- power breakdown --
| group | switching, uW | internal (uW) |
|---|---|---|
| clock | 608 | 1210 |
| sequential | 178 | 1510 |
| combinational | 303 | 234 |
-- sequential cells by signal (all words and copies together), names as in the netlist, 2 cells and up --
| register | cells |
|---|---|
| DUT.state_ff | 4 |
| DUT1.ore_ff | 5 |
| DUT.c0_ff | 3 |
| DUT1.min_ff | 6 |
| DivOra.dig22_ff | 4 |
| DUT.bitNr_ff | 4 |
| DUT1.numLed_ff | 16 |
| DivMinute.dig11_ff | 3 |
| DUT1.numEroare_ff | 17 |
| DivMinute.dig00_ff | 4 |
| DUT1.cMin_ff | 6 |
| DUT1.aOra_ff | 5 |
| DivOra.dig33_ff | 2 |
| DUT.c1_ff | 3 |
| DUT.c_ff | 3 |
| DUT1.state_ff | 8 |
| DUT1.cOra_ff | 5 |
| DUT1.aMin_ff | 6 |
| DUT.variabila_ff | 8 |
-- worst max path at each step --
stage | start | endpoint | slack [ns] | cells past startpoint
4_1_cts | DUT1.min_ff[3]$_DFFE_PN0P_ | DivMinute.dig00_ff[3]$_DFF_PN0_ | 0.30 | 11
5_1_grt | DUT1.min_ff[3]$_DFFE_PN0P_ | DivMinute.dig00_ff[3]$_DFF_PN0_ | 0.12 | 11
6_report | DUT1.min_ff[3]$_DFFE_PN0P_ | DivMinute.dig00_ff[3]$_DFF_PN0_ | 0.31 | 11
-- synthesized netlist by cell type, types with 3 or more instances --
cell	n
and4_1	3
buf_2	3
inv_1	34
xnor2_1	15
clkbuf_1	10
a211oi_1	3
or3_1	3
dfrtp_1	114
nor2_1	40
nand4_1	9
nand2b_1	7
mux2i_1	15
o21bai_1	3
ha_1	31
and3_1	5
o31ai_1	3
nand3_1	18
nor4_1	5
xor2_1	5
a22o_1	4
a31oi_1	8
nand2_1	107
a21boi_0	4
a21oi_1	21
mux2_2	11
o22ai_1	5
o21ai_0	48
buf_4	5
and2_1	3
nor2b_1	7
or2_2	3
a21o_1	7
nor3_1	10
o21ai_1	4
-- per-layer routing --
metal,GRT usage,wire length (um),vias to the layer above,share of wire
li1,-,-,2261,-
met1,0.1897,5934,2071,0.52
met2,0.1774,4853,71,0.43
met3,0.02446,380,12,0.033
met4,0.01717,186,0,0.016
met5,0,0,-,0
-- stage by stage --
stage,hold slack [ns],power [uW]
after CTS,0.2751,4087
after floorplan,0.3530,2078
final,0.2464,4034
after detailed placement,0.3673,2242
after global routing,0.2894,4263
after global placement,0.3693,2236
-- critical path: stages (launching register included) --
cell	delay (ns)
dfrtp_1	0.46
ha_1	0.24
or2_2	0.28
ha_1	0.28
nand2b_1	0.14
o21ai_0	0.18
and3_1	0.34
xnor2_1	0.10
ha_1	0.22
or3_1	0.35
mux2_4	0.29
a31oi_4	0.14
-- layout make-up --
type / count / area share
Inverter: 36 / 0.01891
Timing Repair Buffer: 21 / 0.02837
Clock inverter: 9 / 0.01734
Sequential cell: 117 / 0.4109
Clock buffer: 23 / 0.06690
Multi-Input combinational cell: 458 / 0.4112
Tap cell: 265 / 0.04641
-- logic make-up after synthesis --
group	after synthesis	share of synthesized area
simple gates	233	0.1795
compound gates	140	0.1535
flops	117	0.4807
buf+inv	57	0.03996
fa+ha+maj	31	0.06352
mux	30	0.05348
xor+xnor	20	0.02869
other cells	1	0.0006142
Power figures rest on the tool's default switching activity, not on a simulated workload.
