==> flow/design.v <==
module clk_div
	(
		clk_in,
		reset_,
		clk_out
	);
input clk_in;
input reset_;
output clk_out;
parameter FREQ_IN=50;  
parameter FREQ_OUT=9;  
localparam DIV_RATE=FREQ_IN/FREQ_OUT;
localparam COMPENSATION=FREQ_IN%FREQ_OUT;
integer count_ff, count_nxt;
integer compensation_ff, compensation_nxt;
reg clk_out_ff, clk_out_nxt;
assign clk_out = clk_out_ff;
always @(*) begin
	count_nxt        = count_ff;
	clk_out_nxt      = clk_out_ff;
	compensation_nxt = compensation_ff;
	if (count_ff < DIV_RATE) begin
		count_nxt = count_ff + 1;
		clk_out_nxt = 1'b0;
	end
	else begin
		clk_out_nxt = 1'b1;
		compensation_nxt = compensation_ff + COMPENSATION;
		if (compensation_nxt >= FREQ_OUT) begin
			compensation_nxt = compensation_nxt - FREQ_OUT;
			count_nxt = 0;
		end
		else begin
			count_nxt = 1;
		end
	end
end
always @(posedge clk_in or negedge reset_) begin
	if (!reset_) begin
		count_ff        <= 1;
		clk_out_ff      <= 1'b0;
		compensation_ff <= 0;
	end
	else begin
		count_ff        <= count_nxt;
		clk_out_ff      <= clk_out_nxt;
		compensation_ff <= compensation_nxt;
	end
end
endmodule
==> flow/run.sh <==
#!/bin/bash
# OpenROAD 26Q1-2900-gdf79404cd8, Yosys 0.63+post, stock flow scripts
make -C /OpenROAD-flow-scripts/flow DESIGN_CONFIG=/design/flow/config.mk WORK_HOME=/design/flow/orfs finish
==> flow/config.mk <==
export PLATFORM = sky130hd
export DESIGN_NAME = clk_div
export DESIGN_NICKNAME = clk_div
export VERILOG_FILES = /design/flow/design.v
export SDC_FILE = /design/flow/constraint.sdc
export NUM_CORES = 4
export LEC_CHECK = 1
export CORE_UTILIZATION = 40
==> flow/constraint.sdc <==
current_design clk_div

set clk_period 5.9
set clk_io_pct 0.2

create_clock -name clk0 -period $clk_period [get_ports {clk_in}]

set non_clock_inputs [all_inputs -no_clocks]
set_input_delay [expr $clk_period * $clk_io_pct] -clock clk0 $non_clock_inputs
set_output_delay [expr $clk_period * $clk_io_pct] -clock clk0 [all_outputs]
==> summary.txt <==
State of the implementation.

- The flow ran to the end, and the final reports show no timing, DRC or antenna violations.
- After floorplanning, the die was sized to cover 11800 um^2.
- The final sum of negative setup slack is 0 ns, for reference.
- The worst setup path category is reg -> reg, for reference.
- The routed layout has 3732 vias.
- In the post-synthesis netlist, the biggest area contributors are sky130_fd_sc_hd__dfrtp_1, sky130_fd_sc_hd__xnor2_1, sky130_fd_sc_hd__xor2_1.
- The hold-fix buffer count after cts is 0, for reference.
- By instance count, the cell type seen most on the critical path is sky130_fd_sc_hd__nand3b_1.
- The timing report gives the worst reg2reg path a setup slack of 1.68 ns.
- Hold analysis shows the worst path with a depth of 1.
- From left edge to right edge, the die measures 109 um.
- Traced cell by cell, the critical path runs through ha_1, o211ai_2, nor2_1, nand4_1, xor2_1, nand3b_1, nor4_4, a21oi_2, nand3b_1, mux2_2, xnor2_1.
- The via count of the first global-routing pass came to 3479.
- The finished layout holds 665 standard cells, fillers aside.
- The fraction of layout instances using a drive strength above 1 is 0.0800, for reference.
- In this run the maximum-capacitance check reported violations numbering 0.
- The critical path contains buffers and inverters numbering 0 combined.
- The area of the core is 10900 um^2, for reference.
- The number of routed nets with antenna violations is 0, for reference.
- After clock tree synthesis, the setup repair step added 0 buffers.
- Buffers placed on the I/O ports in this run total 2.
- The clock tree buffer depth is 2, for reference.
- The end of the worst register-to-register path is compensation_ff[5]$_DFFE_PN0P_, for reference.
- The slowest cell on the critical path is sky130_fd_sc_hd__nor2_1, for reference.
- Yosys mapped the design onto 67 distinct sky130hd cell types.
- The class of the worst hold path is reg -> reg, for reference.
- For this run, the detailed router reports a per-instance via density of 5.61.
- The leakage power figure is 2.04 nW, for reference.
- The stage-log warning count is 27, for reference.
- The number of antenna violations at the first check in global routing is 0.
- The number of I/O pins is 3, for reference.
- The final tally of setup violations is 0, for reference.
- The worst setup path is captured at a register.
- The TritonCTS clock tree is yes, for reference.
- Derived from the worst setup path, the maximum achievable clock frequency is 237 MHz.
- Grouping stages by cell kind, the critical path spends the most delay in simple AND/OR/NAND/NOR gates.
- The number of sinks driven by the clock tree is 65, for reference.
- The sequential fraction of the synthesis area is 0.358, for reference.
- In the final layout, the multi-input gates occupy 2750 um^2.
- For hold timing, the worst endpoint is compensation_ff[22]$_DFFE_PN0P_.
- The number of synthesized register bits is 65, for reference.
- The routed wire length is 10.1 mm, for reference.
- The layout overhead on the synthesized area is 8.87%, for reference.
- The stage delay of the slowest cell on the critical path is 0.65 ns, for reference.
- The launch point of the worst register-to-register path is recorded as compensation_ff[1]$_DFFE_PN0P_.
- Of all flip-flops after synthesis, the portion carrying an async set or reset was 1.00.
- The mapped netlist covers 4540 um^2.
- Pins over their slew limit in the final report were tallied at 0.
- The leftover overflow at the end of global routing is 0, for reference.
- Clock skew on the completed layout was measured at 0.00700 ns.
- The arrival time of the worst setup path is 4.43 ns, for reference.
- The master cell of the clock root buffer is sky130_fd_sc_hd__clkbuf_16, for reference.
- Looking at the critical path, the highest net fanout was 14.
- The worst slew margin relative to its limit is 0.446, for reference.
- The cell accounting for the most synthesized area is sky130_fd_sc_hd__dfrtp_1, for reference.
- The average wire length per cell after detail routing is 15.2 um, for reference.
- Post-synthesis, Yosys gives the total cell area as 4540 um^2.
- In the floorplan report the effective utilization is 0.415.
- The worst-case IR drop observed on VDD is 178 uV.
- The overall power after layout is 1.01 mW, for reference.
- The HPWL after detailed placement is 7.00 mm, for reference.
- The count of endpoints failing hold in the final timing report is 0, for reference.
- The synthesized instance count is 529, for reference.
- The synth_stat.txt file lists the number of cells as 529.
- The placer congestion estimate is 0.905, for reference.
- The path depth of the worst reg2reg path is 11, for reference.
- At the pin with the least slew margin, the transition time is 0.827 ns.
- Each instance of the synthesized netlist takes up on average 8.59 um^2.
- The site row count is 38, for reference.
- Setup repair after global routing left no endpoint under its margin.
- The first-pass GRT wire length is 17.3 mm, for reference.
- The clock buffer count from CTS is 9, for reference.
- The most used flip-flop cell after synthesis is sky130_fd_sc_hd__dfrtp_1, for reference.
- The data required time at the worst endpoint is 6.10 ns, for reference.
- Once placement completed, the tool counted placed cells totaling 649.
- The clock slew seen by the registers of the worst setup and hold paths is 0.06 ns, for reference.
- Counting the fill cells in the layout gives 1033.
- The number of synthesized flops with an enable pin is 0, for reference.
- Antenna repair during routing inserted a diode count of 0.
- The DRC violation total left in the routed layout is recorded as 0.
- Across all hold checks on the routed design, the worst slack comes to 0.512 ns.
- Of the post-synthesis cell area, the dominant cell type holds 0.353.
- Looking at hold timing, the worst path starts from compensation_ff[22]$_DFFE_PN0P_.
- The total power density per cell area is 204 nW/um^2, for reference.
- In the global route stage, overall resource usage came out at 0.188.
- The clock insertion delay at the later pin of the skew report is 0.34 ns, for reference.
- According to the report, the first pass of detailed routing completed in 5 iterations.
- The largest net degree at the start of global routing is 40, for reference.
- STA classifies the critical path startpoint as a register.
- The DRC marker count from the first detailed-route iteration is 216, for reference.
- The post-layout period usage of the worst path is 0.716, for reference.
- Counting the warning lines in the Yosys log gives 1.
- The die boundary height is 109 um, for reference.
- The H-tree depth is 3, for reference.
- The clock period minus final worst setup slack is 4.22 ns, for reference.
- The number of gates resized after cts is 0, for reference.
- In the final layout, flip-flops and latches occupy 1630 um^2.
- Measured on the finished design, the core utilization comes to 0.452.
-- worst max path at each step --
stage / from / to / slack (ns) / cells after the start
finish: compensation_ff[1]$_DFFE_PN0P_ / compensation_ff[5]$_DFFE_PN0P_ / 1.68 / 11
global route: compensation_ff[0]$_DFFE_PN0P_ / compensation_ff[3]$_DFFE_PN0P_ / 1.28 / 11
CTS: compensation_ff[0]$_DFFE_PN0P_ / compensation_ff[5]$_DFFE_PN0P_ / 1.71 / 11
-- state kept, by name (all words and copies together), names as in the netlist --
name	flops
compensation_ff	32
count_ff	32
clk_out_ff	1
-- stage by stage --
stage | setup WS [ns] | instance area [um^2]
3_3_place_gp | 1.90 | 4640
6_report | 1.68 | 4950
3_5_place_dp | 1.71 | 4640
2_1_floorplan | 2.54 | 4540
5_1_grt | 1.28 | 4950
4_1_cts | 1.71 | 4950
-- Yosys cell counts, types with 3 or more instances --
cell                       count
sky130_fd_sc_hd__and2_1        8
sky130_fd_sc_hd__or4_1         5
sky130_fd_sc_hd__nand2_1      54
sky130_fd_sc_hd__o21ai_0      19
sky130_fd_sc_hd__buf_4         3
sky130_fd_sc_hd__xor2_1       36
sky130_fd_sc_hd__nor2_1       61
sky130_fd_sc_hd__nand3b_1      4
sky130_fd_sc_hd__o31ai_1       3
sky130_fd_sc_hd__mux2i_1       9
sky130_fd_sc_hd__and3_1       11
sky130_fd_sc_hd__dfrtp_1      64
sky130_fd_sc_hd__a21oi_1      17
sky130_fd_sc_hd__a31oi_1       7
sky130_fd_sc_hd__and4_1        5
sky130_fd_sc_hd__nor4_1       14
sky130_fd_sc_hd__nor3_1        6
sky130_fd_sc_hd__xnor2_1      38
sky130_fd_sc_hd__a21o_1        5
sky130_fd_sc_hd__nand3_1      40
sky130_fd_sc_hd__buf_1         5
sky130_fd_sc_hd__nand4_1      20
sky130_fd_sc_hd__buf_2         7
sky130_fd_sc_hd__ha_1          4
sky130_fd_sc_hd__nand4b_1      3
sky130_fd_sc_hd__or3_1        11
sky130_fd_sc_hd__inv_1        10
sky130_fd_sc_hd__clkbuf_1     10
sky130_fd_sc_hd__or2_2         3
-- cells by family (layout without fill, tap and decap cells) --
family | after synthesis | in the layout | synth area share
xor+xnor | 74 | 74 | 0.143
buf+inv | 37 | 33 | 0.0366
simple gates | 262 | 262 | 0.310
mux | 10 | 10 | 0.0223
flops | 65 | 65 | 0.358
compound gates | 77 | 77 | 0.119
fa+ha+maj | 4 | 4 | 0.0110
-- layout by cell type, fill, tap and decap left out, types with 3 or more instances in the layout --
| cell type | synthesis | final |
|---|---|---|
| sky130_fd_sc_hd__or2_2 | 3 | 3 |
| sky130_fd_sc_hd__xor2_1 | 36 | 36 |
| sky130_fd_sc_hd__nor3_1 | 6 | 6 |
| sky130_fd_sc_hd__clkbuf_16 | 0 | 9 |
| sky130_fd_sc_hd__nand3b_1 | 4 | 4 |
| sky130_fd_sc_hd__nor2_1 | 61 | 61 |
| sky130_fd_sc_hd__ha_1 | 4 | 4 |
| sky130_fd_sc_hd__inv_1 | 10 | 10 |
| sky130_fd_sc_hd__and2_1 | 8 | 8 |
| sky130_fd_sc_hd__a31oi_1 | 7 | 7 |
| sky130_fd_sc_hd__o21ai_0 | 19 | 19 |
| sky130_fd_sc_hd__nand4_1 | 20 | 20 |
| sky130_fd_sc_hd__xnor2_1 | 38 | 38 |
| sky130_fd_sc_hd__inv_6 | 0 | 3 |
| sky130_fd_sc_hd__nand4b_1 | 3 | 3 |
| sky130_fd_sc_hd__dfrtp_1 | 64 | 64 |
| sky130_fd_sc_hd__and4_1 | 5 | 5 |
| sky130_fd_sc_hd__nand2_1 | 54 | 54 |
| sky130_fd_sc_hd__a21oi_1 | 17 | 17 |
| sky130_fd_sc_hd__and3_1 | 11 | 11 |
| sky130_fd_sc_hd__o31ai_1 | 3 | 3 |
| sky130_fd_sc_hd__a21o_1 | 5 | 5 |
| sky130_fd_sc_hd__mux2i_1 | 9 | 9 |
| sky130_fd_sc_hd__buf_4 | 3 | 4 |
| sky130_fd_sc_hd__nor4_1 | 14 | 14 |
| sky130_fd_sc_hd__or4_1 | 5 | 5 |
| sky130_fd_sc_hd__nand3_1 | 40 | 40 |
| sky130_fd_sc_hd__or3_1 | 11 | 11 |
-- layout make-up --
type                    count  share of cell area
repair buffers              6             0.00911
inverters                  11             0.00835
well taps                 140              0.0354
multi-input cells         427               0.556
clock buffers               9              0.0455
clock inverters             7              0.0167
flip-flops and latches     65               0.329
-- per-layer routing --
layer,global-route usage,part of all wire,up-vias
li1,-,-,1869
met1,0.296,0.50,1785
met2,0.286,0.44,63
met3,0.0282,0.041,15
met4,0.0232,0.017,0
met5,0,0,-
-- power breakdown --
part | leakage, nW | internal (mW) | switching, mW
logic | 1.00 | 0.000654 | 0.00867
clock network | 0.145 | 0.334 | 0.219
registers | 0.895 | 0.446 | 0
total | 2.04 | 0.781 | 0.227
-- worst reg2reg max path: stages (launching register included) --
cell	delay, ns
sky130_fd_sc_hd__dfrtp_1	0.47
sky130_fd_sc_hd__ha_1	0.39
sky130_fd_sc_hd__o211ai_2	0.24
sky130_fd_sc_hd__nor2_1	0.65
sky130_fd_sc_hd__nand4_1	0.21
sky130_fd_sc_hd__xor2_1	0.34
sky130_fd_sc_hd__nand3b_1	0.21
sky130_fd_sc_hd__nor4_4	0.58
sky130_fd_sc_hd__a21oi_2	0.34
sky130_fd_sc_hd__nand3b_1	0.19
sky130_fd_sc_hd__mux2_2	0.35
sky130_fd_sc_hd__xnor2_1	0.12
Power and IR drop assume default switching activity.
